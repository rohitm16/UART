## flow/design.v

```verilog
`timescale 1ns / 1ps
module baud_gen #(
    parameter int Clk_freq   = 100_000_000,
    parameter int Baud_rate  = 9_600,
    parameter int Oversample = 16
)(
    input  logic clk,
    input  logic rst_n,
    output logic rx_tick,
    output logic tx_tick
);
    localparam int Bit_time      = Clk_freq / Baud_rate;
    localparam int Sampling_time = Bit_time / Oversample;
    logic [$clog2(Bit_time)-1:0]      counter_tx;
    logic [$clog2(Sampling_time)-1:0] counter_rx;
    always_ff @(posedge clk) begin
        if (!rst_n) begin
            counter_tx <= '0;
            tx_tick    <= 1'b0;
        end
        else if (counter_tx == Bit_time-1) begin
            counter_tx <= '0;
            tx_tick    <= 1'b1;   
        end
        else begin
            counter_tx <= counter_tx + 1'b1;
            tx_tick    <= 1'b0;
        end
    end
    always_ff @(posedge clk) begin
        if (!rst_n) begin
            counter_rx <= '0;
            rx_tick    <= 1'b0;
        end
        else if (counter_rx == Sampling_time-1) begin
            counter_rx <= '0;
            rx_tick    <= 1'b1;   
        end
        else begin
            counter_rx <= counter_rx + 1'b1;
            rx_tick    <= 1'b0;
        end
    end
endmodule
`timescale 1ns / 1ps
module uart_rx(
    input  logic       clk,
    input  logic       reset_n,
    input  logic       ready_clr,
    input  logic       clk_enb,     
    input  logic       rx,
    output reg  [7:0]  data_out,   
    output logic       ready
);
    localparam int OVERSAMPLE = 16;         
    localparam int HALF       = OVERSAMPLE/2;
    logic [3:0] sample_reg, sample_next;     
    logic [2:0] index_reg,  index_next;      
    logic [7:0] temp_reg,   temp_next;
    logic       ready_reg,  ready_next;
    typedef enum logic [1:0] {Idle, Start, Data, Stop} state_type; 
    state_type state_reg, state_next;
    always_ff @(posedge clk) begin
        if (!reset_n) begin
            state_reg  <= Idle;
            sample_reg <= '0;
            index_reg  <= '0;
            temp_reg   <= '0;
            data_out   <= '0;
            ready_reg  <= 1'b0;
        end
        else begin
            state_reg  <= state_next;
            sample_reg <= sample_next;
            index_reg  <= index_next;
            temp_reg   <= temp_next;
            data_out   <= data_out;   
            ready_reg  <= ready_next;
            if (state_reg == Stop && state_next == Idle) begin        
                data_out <= temp_reg;
            end
        end
    end
    always_comb begin
        state_next  = state_reg;
        sample_next = sample_reg;
        index_next  = index_reg;
        temp_next   = temp_reg;
        ready_next  = ready_reg;
        if (ready_clr)
            ready_next = 1'b0;
        case (state_reg)
            Idle: begin
                sample_next = '0;
                index_next  = '0;
                if (rx == 1'b0) begin
                    state_next = Start;
                end
            end
            Start: begin
                if (clk_enb) begin
                    if (sample_reg == HALF-1) begin
                        sample_next = '0;
                        index_next  = '0;
                        state_next  = Data;
                    end
                    else begin
                        sample_next = sample_reg + 1'b1;
                    end
                end
            end
            Data: begin
                if (clk_enb) begin
                    if (sample_reg == OVERSAMPLE-1) begin
                        sample_next = '0;
                        temp_next = temp_reg;
                        temp_next[index_reg] = rx;
                        if (index_reg == 3'd7) begin
                            state_next = Stop;
                        end
                        else begin
                            index_next = index_reg + 1'b1;
                        end
                    end
                    else begin
                        sample_next = sample_reg + 1'b1;
                    end
                end
            end
            Stop: begin
                if (clk_enb) begin
                    if (sample_reg == OVERSAMPLE-1) begin
                        sample_next = '0;
                        state_next  = Idle;
                        ready_next  = 1'b1;     
                    end
                    else begin
                        sample_next = sample_reg + 1'b1;
                    end
                end
            end
            default: begin
                state_next  = Idle;
                sample_next = '0;
                index_next  = '0;
                temp_next   = '0;
                ready_next  = 1'b0;
            end
        endcase
    end
    assign ready = ready_reg;
endmodule
`timescale 1ns / 1ps
module uart_top(
    input  logic       clk,
    input  logic       rst,         
    input  logic       wr_enb,
    input  logic       ready_clr,
    output logic       rdy,
    output logic       busy,
    output logic [7:0] data_out
);
    logic tx_temp;
    logic tx_clk_enb;
    logic rx_clk_enb;
    baud_gen #(
        .Clk_freq(100_000_000),
        .Baud_rate(9_600),
        .Oversample(16)
    ) baud_inst (
        .clk    (clk),
        .rst_n  (~rst),
        .tx_tick(tx_clk_enb),
        .rx_tick(rx_clk_enb)
    );
    uart_tx tx_inst (
        .clk     (clk),
        .reset_n (~rst),
        .wr_enb  (wr_enb),
        .enb     (tx_clk_enb),
        .data_in (data_in),
        .tx      (tx_temp),
        .busy    (busy)
    );
    uart_rx rx_inst (
        .clk       (clk),
        .reset_n   (~rst),
        .ready_clr (ready_clr),
        .clk_enb   (rx_clk_enb),
        .rx        (tx_temp),
        .data_out  (data_out),
        .ready     (rdy)
    );
endmodule
`timescale 1ns / 1ps
module uart_tx(
    input  logic       clk,
    input  logic       reset_n,
    input  logic       wr_enb,
    input  logic       enb,  
    input  logic [7:0] data_in,
    output logic       tx,
    output logic       busy
);
    logic [7:0] data_reg,  data_next;
    logic [3:0] index_reg, index_next;
    logic       tx_reg,    tx_next;
    typedef enum logic [1:0] {Idle, Start, Data, Stop} state_type;
    state_type state_reg, state_next;
    always_ff @(posedge clk) begin
        if (!reset_n) begin
            state_reg <= Idle;
            data_reg  <= '0;
            index_reg <= '0;
            tx_reg    <= 1'b1;    
        end
        else begin
            state_reg <= state_next;
            data_reg  <= data_next;
            index_reg <= index_next;
            tx_reg    <= tx_next;
        end
    end
    always_comb begin
        state_next = state_reg;
        data_next  = data_reg;
        index_next = index_reg;
        tx_next    = tx_reg;
        case (state_reg)
            Idle: begin
                tx_next = 1'b1;
                if (wr_enb) begin
                    data_next  = data_in;  
                    state_next = Start;
                end
            end
            Start: begin
                tx_next = 1'b0;  
                if (enb) begin
                    index_next = 0;        
                    state_next = Data;
                end
            end
            Data: begin
                tx_next = data_reg[index_reg];
                if (enb) begin
                    if (index_reg == 7) begin
                        state_next = Stop;  
                    end
                    else begin
                        index_next = index_reg + 1;
                    end
                end
            end
            Stop: begin
                tx_next = 1'b1;  
                if (enb) begin
                    state_next = Idle;
                end
            end
            default: state_next = Idle;
        endcase
    end
    assign tx   = tx_reg;
    assign busy = (state_reg != Idle);
endmodule
```

## flow/run.sh

```bash
#!/bin/bash
# OpenROAD 26Q1-2900-gdf79404cd8, Yosys 0.63+post, stock flow scripts
make -C /OpenROAD-flow-scripts/flow DESIGN_CONFIG=/design/flow/config.mk WORK_HOME=/design/flow/orfs finish
```

## flow/config.mk

```make
export PLATFORM = sky130hd
export DESIGN_NAME = uart_top
export DESIGN_NICKNAME = uart_top
export VERILOG_FILES = /design/flow/design.v
export SDC_FILE = /design/flow/constraint.sdc
export NUM_CORES = 4
export LEC_CHECK = 1
export CORE_UTILIZATION = 50
```

## flow/constraint.sdc

```tcl
current_design uart_top

set clk_period 4.7
set clk_io_pct 0.2

create_clock -name clk0 -period $clk_period [get_ports {clk}]

set non_clock_inputs [all_inputs -no_clocks]
set_input_delay [expr $clk_period * $clk_io_pct] -clock clk0 $non_clock_inputs
set_output_delay [expr $clk_period * $clk_io_pct] -clock clk0 [all_outputs]
```

==> results.json <==
{
  "status": "completed",
  "initCoreUtil_pct": 52.7,
  "crit_path_end_kind": "primary output",
  "fin_skew_ps": 8.70,
  "finalHoldViolCount": 0,
  "clock-root-buffer": "clkbuf_8",
  "flop_cell": "dfxtp_1",
  "cts_hold_buf": 0,
  "syn_inst": 334,
  "largest_reg_flops": 14,
  "p_int_w": 0.000974,
  "path_class": "reg2out",
  "ys_ff": 63,
  "drc": 0,
  "vias": 2258,
  "clock_power_share_pct": 39.6,
  "drive_above_1_share_pct": 6.25,
  "drtAntennaViolNets": 0,
  "fp.dieH_um": 78.9,
  "edf_count": 0,
  "cts_resized": 0,
  "chipArea_um2": 6230,
  "diodes": 0,
  "wl_per_cell_um": 12.4,
  "top_register": "baud_inst.counter_tx",
  "antenna_found_initial": 0,
  "cp-start-kind": "register",
  "ys_types": 49,
  "post_dp_cell_area_um2": 3130,
  "fin_area_um2": 3350,
  "cp_data_arrival_time_ps": 1520,
  "cts_buffers": 9,
  "grt_max_degree": 22,
  "insertion_delay_ps": 330,
  "postCtsSetupBuffers": 0,
  "die_x_um": 78.9,
  "grt_pass1_vias": 2125,
  "yosys-top-cells-area": "dfxtp_1, ha_1, xnor2_1, nor2_1, nand2_1",
  "syn-cell-area_um2": 2960,
  "relSlewSlack_pct": 60.8,
  "worstHoldPathType": "reg2reg",
  "grt_util_all_layers_pct": 19.2,
  "cts_tree": "built",
  "htreeDepth": 3,
  "period_used_pct": 52.4,
  "top_area_share_pct": 42.6,
  "path_clk_slew_ps": 70,
  "cts_sinks": 63,
  "drv_slew": 0,
  "seq_power_share_pct": 45.4,
  "tightest_slew_ps": 588,
  "grt_first_pass_wirelength_um": 9480,
  "combinationalPowerShare_pct": 15.0,
  "peakVddDrop_mv": 0.198,
  "warnings": 33,
  "fin_tns_setup_ps": 0,
  "switching_share_pct": 26.2,
  "gp_congestion": 0.798,
  "grt_remaining_overflow": 0,
  "io-pin-count": 14,
  "hpwl_um": 3550,
  "synth.most_common_cell": "dfxtp_1",
  "cts_max_path_buffers": 2,
  "max_freq_ghz": 0.406,
  "netSwitchingPower_w": 0.000346,
  "rsz0062_at_grt": "false",
  "cp_max_fo": 4,
  "reg_top3": "baud_inst.counter_tx (14), baud_inst.counter_rx (10)",
  "top_cells_by_count": "dfxtp_1, nor2_1, nand2_1",
  "syn_to_final_growth_pct": 13.4,
  "drtIter0Drc": 68,
  "rows": 27,
  "port_buffers": 13,
  "maxCapViolations": 0,
  "yosysCellCount": 334,
  "critPathRequiredTime_ps": 3760,
  "leakage_nw": 1.31,
  "syn_area_per_cell_um2": 8.86,
  "dr.pass1.iters": 4,
  "routed_wl_um": 5260,
  "viasPerCell": 5.33,
  "core_region_area_um2": 5610,
  "setup_viol": 0,
  "min_period_ps": 2460,
  "synthArstFlopShare_pct": 0,
  "powerDensity_nw_per_um2": 394,
  "yosys_area_um2": 2960,
  "yosysWarnings": 6,
  "synth_seq_share_pct": 42.6,
  "top_area_cell": "dfxtp_1"
}
==> power groups by stage <==
stage	logic, W	registers, W	clock network [W]
CTS	0.000200	0.000600	0.000540
global route	0.000230	0.000607	0.000560
finish	0.000197	0.000600	0.000523
==> final timing paths <==
check,startpoint,to,slack (ps),cells past startpoint
setup / recovery,tx_inst.state_reg[0],busy,2240,4
hold / removal,rx_inst.data_out[1],rx_inst.data_out[1],460,2
setup reg to reg,rx_inst.index_reg[0],rx_inst.data_out[5],2460,6
hold reg to reg,rx_inst.data_out[1],rx_inst.data_out[1],460,2
==> layer usage <==
| layer | share of wire, % | GRT usage (%) | up-vias |
|---|---|---|---|
| met1 | 54 | 31.2 | 1023 |
| met5 | 0 | 0 | - |
| met4 | 1.5 | 3.64 | 0 |
| met3 | 3.4 | 3.15 | 8 |
| li1 | - | - | 1195 |
| met2 | 41 | 27.8 | 32 |
==> worst max-delay path, cell delays in order, from the launching register on <==
cell	delay, ps
dfxtp_1	380
inv_1	100
ha_1	220
inv_1	50
clkdlybuf4s50_1	440
==> kinds of logic (layout without fill, tap and decap cells) <==
kind of cell               after synthesis  count (layout)  share of synthesized area, %
muxes                                   12              12                          4.06
DFF                                     63              63                          42.6
and+or+nand+nor                        141             141                          23.9
buffers and inverters                   31              49                          4.40
AOI/OAI and AO/OA                       50              50                          12.1
xor gates and xnor gates                22              22                          6.51
adders and majority gates               15              15                          6.35
==> through the flow <==
stage               total power [W]  hold WS (ps)  utilization [%]  setup WS [ps]  instances
floorplan                  0.000757           424                -           2770        334
global placement           0.000811           452             55.8           1990        408
detailed placement         0.000809           449             55.8           1970        408
CTS                         0.00134           464             59.8           2190        424
global route                0.00140           480             59.8           2120        424
finish                      0.00132           458             59.8           2240        424
==> layout make-up <==
class                           count  area, um2
Multi-Input combinational cell    240       1570
Fill cell                         499       2250
Tap cell                           72       90.1
Timing Repair Buffer               15        145
Clock buffer                       13        159
Inverter                           18       67.6
Clock inverter                      3       65.1
Sequential cell                    63       1260
==> layout by cell type, fill, tap and decap left out, drive strengths merged, types with 4 or more instances in the layout <==
cell type	n
nand3	12
nor3	12
nand2	38
xnor2	18
dfxtp	63
mux2i	12
nor2b	5
o211ai	4
inv	18
or3	5
a21oi	16
xor2	4
nand4	9
clkdlybuf4s50	13
nor2	40
ha	15
o31ai	5
clkbuf	13
a41o	6
Power is estimated from default activity; no workload was simulated.
